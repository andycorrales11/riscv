==> ./design.v <==
`timescale 1ns/1ps
module register_file (
  input logic         clk,
  input logic         reset,
  input logic         reg_write,
  input logic [4:0]   rs1,
  input logic [4:0]   rs2,
  input logic [4:0]   rd,
  input logic [31:0]  write_data,
  output logic [31:0] read_data1,
  output logic [31:0] read_data2
);
  logic [31:0] registers [31:0];
  assign read_data1 = registers[rs1];
  assign read_data2 = registers[rs2];
  always_ff @(posedge clk) begin
    if (reset) begin
      for (int i = 0; i < 32; i++) registers[i] <= 32'h0;
    end else if (reg_write) begin
      registers[rd] <= write_data;
    end
  end
endmodule
==> ./run.sh <==
#!/bin/bash
# OpenROAD 26Q1-2900-gdf79404cd8, Yosys 0.63+post, stock flow scripts
make -C /OpenROAD-flow-scripts/flow DESIGN_CONFIG=/design/flow/config.mk WORK_HOME=/design/flow/orfs finish
==> ./config.mk <==
export PLATFORM = sky130hd
export DESIGN_NAME = register_file
export DESIGN_NICKNAME = register_file
export VERILOG_FILES = /design/flow/design.v
export SDC_FILE = /design/flow/constraint.sdc
export NUM_CORES = 4
export LEC_CHECK = 1
export CORE_UTILIZATION = 50
==> ./constraint.sdc <==
current_design register_file

set clk_period 9.2
set clk_io_pct 0.2

create_clock -name clk0 -period $clk_period [get_ports {clk}]

set non_clock_inputs [all_inputs -no_clocks]
set_input_delay [expr $clk_period * $clk_io_pct] -clock clk0 $non_clock_inputs
set_output_delay [expr $clk_period * $clk_io_pct] -clock clk0 [all_outputs]
==> metrics.cfg <==
[run_status]
status=finished, final reports clean

[floorplan]
core_um2=111000
chip_area_um2=114000
pin_count=114
fp.dieH_um=338
fp_util_pct=50.7
rows=122
die_w_um=338

[power_and_ir_drop]
pwr-share-clk_pct=38.9
pwr-share-comb_pct=12.1
seqPwrFrac_pct=49.0
power.internal_w=0.00838
power_density_nw_per_um2=181
switching_share_pct=25.3
ir_drop_mv=0.145
p_leak_nw=24.1
p_sw_w=0.00284

[synthesis]
synth_chip_area_um2=56500
post_synth_num_cell_types=31
ff_type=edfxtp_1
synth-edff-count=1024
ys_seq_share_pct=54.5
async_flop_share_pct=0
syn_avg_cell_area_um2=12.2
yosys_warnings=1
synthesis.area_um2=56500
ys_ff=1024
yosysCellCount=4640
synth_cells=4640

[worst_setup_path]
crit_type=in2out
critical-path-top-delay-family=buffers and inverters
critPathArrivalTime_ns=5.32
cp_data_required_time_ns=7.36
cpMostUsedCell=clkdlybuf4s50_1
critical_path_peak_fanout=33
cp-start-kind=input port
crit_chain=clkdlybuf4s50_1, nor2b_4, buf_4, a22o_1, nor3_1, a31oi_1, nand3_1, clkdlybuf4s50_1
end_kind=output port
slowest_delay_ns=0.65
path_buffers=3
slowest_stage=nor2b_4

[placement]
hpwl_um=106000
place_congestion=0.895
dpl_cell_area_um2=58500
port_buffers=113
dp_slack_ns=2.23

[global_routing]
overflow=0
grt_pass1_wl_um=271000
antenna_found_initial=7
grt_usage_pct=36.8
grt_pass1_vias=38500
grt_start_max_net_pins=88

[sta]
slew_headroom_pct=39.8
fin_crit_ns=7.16
holdWs_ns=2.07
rsz0062_at_grt=false
fmax_ghz=0.140
setup_slack_ns=2.04
hold_violations=0
period_used_pct=77.8
setup_viol=0
worst_pin_slew_ns=0.903
slew_viol_final=0
setup_tns_ns=0

[run]
drv_cap=0
tool_warnings=26

[finish]
drive_above_1_share_pct=8.31
fillerInstances=8891
largestRegisters=registers: 1024 flops
largest_register=registers
design_area_um2=62100
largest_register_ffs=1024
area_growth_pct=9.97

[detailed_routing]
ant_nets=0
drt_iter0_markers=2254
drtPass1Iterations=7
viasPerCell=6.15
num_vias=37900
drc=0
wirelength_um=193000
routedWlPerCell_um=31.3

[clock_network]
clkSlewWorstSetupHoldPaths_ns=0.06
cts_buffer_depth=3
cts_buffers=114
ctsHtreeMaxLevel=3
clock_tree.root_cell=clkbuf_16
postCtsSetupBuffers=0
clkSinkCount=1024
cts_tree=yes
ctsResizeCount=0
cts_hold_buf=0

[min_path]
holdPathEnd=registers[31][16]
hold_path_depth=3
hold_path.class=in2reg
worstHoldStart=write_data[16]

[Yosys cell counts (all sizes together), types with 4 or more instances]
cell    count  share of area (%)
a21oi     192                1.7
a22o      128                2.0
a22oi     192                2.6
a31oi      64               0.71
and2     1026                 11
buf       192                2.5
clkbuf    256                1.9
edfxtp   1024                 54
mux2i    1024                 18
nand2     196                1.3
nand2b      5              0.055
nand3     194                1.7
nand3b      4              0.075
nor2       36               0.49
nor2b       4              0.044
nor3       64               0.57
or2        34               0.38
[layer usage]
metal / routed length (um) / track usage, % / up-vias
li1: - / - / 16900
met1: 70100 / 48.1 / 18500
met2: 87600 / 53.3 / 2089
met3: 26000 / 20.4 / 477
met4: 8780 / 13.6 / 11
met5: 433 / 2.43 / -
[power groups by stage]
stage	registers, W	clock network [W]	logic [W]
after CTS	0.00550	0.00442	0.00134
after global routing	0.00554	0.00458	0.00143
final	0.00550	0.00437	0.00136
[cells in the final DEF (no fill, tap or decap), drive strengths merged, types with 5 or more instances in the layout]
cell,instances
diode,13
a31oi,64
buf,153
mux2i,1024
clkinv,56
bufinv,6
clkdlybuf4s50,111
nand3,194
and2,1026
edfxtp,1024
a22oi,192
or2,34
nand2b,5
nor2,36
clkbuf,145
nand2,196
a21oi,192
nor3,64
a22o,128
[metrics by stage]
step | utilization [%] | total power, W | cells
2_1_floorplan | - | 0.00636 | 4640
3_5_place_dp | 52.6 | 0.00694 | 5944
6_report | 55.8 | 0.0112 | 6168
3_3_place_gp | 52.6 | 0.00692 | 5944
5_1_grt | 55.8 | 0.0116 | 6157
4_1_cts | 55.8 | 0.0113 | 6155
[worst max-delay path by stage]
| stage | from | end | slack (ns) | cells after the start |
|---|---|---|---|---|
| 4_1_cts | rs1[0] | read_data1[19] | 2.23 | 9 |
| 5_1_grt | rs2[2] | read_data2[26] | 2.04 | 8 |
| 6_report | rs2[2] | read_data2[26] | 2.04 | 8 |
[cell type report]
| class | count | area (um2) | share of cell area [%] |
|---|---|---|---|
| Clock buffer | 145 | 3080 | 4.95 |
| Tap cell | 1488 | 1860 | 3.00 |
| Timing Repair Buffer | 264 | 2460 | 3.97 |
| Multi-Input combinational cell | 3168 | 23500 | 37.8 |
| Antenna cell | 13 | 32.5 | 0.0524 |
| Clock inverter | 66 | 447 | 0.719 |
| Sequential cell | 1024 | 30700 | 49.5 |
[logic make-up after synthesis]
group	share of synthesized area, %
compound gates	6.95
buf+inv	4.34
flops	54.5
mux	18.2
simple gates	16.1
Power figures rest on the tool's default switching activity, not on a simulated workload.
