**./config.mk**
```make
export PLATFORM = sky130hd
export DESIGN_NAME = alu
export DESIGN_NICKNAME = alu
export VERILOG_FILES = /design/flow/design.v
export SDC_FILE = /design/flow/constraint.sdc
export NUM_CORES = 4
export LEC_CHECK = 1
export CORE_UTILIZATION = 50
```
**./constraint.sdc**
```tcl
current_design alu

set clk_period 24.7
set clk_io_pct 0.2

create_clock -name clk0 -period $clk_period

set non_clock_inputs [all_inputs -no_clocks]
set_input_delay [expr $clk_period * $clk_io_pct] -clock clk0 $non_clock_inputs
set_output_delay [expr $clk_period * $clk_io_pct] -clock clk0 [all_outputs]
```
**./design.v**
```verilog
`timescale 1ns/1ps
module alu (
  input  logic [3:0]  alu_op,
  input  logic [31:0] num1,
  input  logic [31:0] num2,
  input  logic        store_op,  
  output logic [31:0] result,
  output logic        zero
);
  always_comb begin
    if (store_op) begin
      result = num1 + num2;  
    end else begin
      case (alu_op)
        4'b0000: result = num1 + num2;                                           
        4'b0001: result = num1 - num2;                                           
        4'b0010: result = num1 << num2[4:0];                                     
        4'b0011: result = $signed(num1) < $signed(num2) ? 32'h1 : 32'h0;         
        4'b0100: result = num1 ^ num2;                                           
        4'b0101: result = num1 >> num2[4:0];                                     
        4'b0110: result = $signed(num1) >>> num2[4:0];                           
        4'b0111: result = num1 | num2;                                           
        4'b1000: result = num1 & num2;                                           
        default: result = 32'h0;
      endcase
    end
  end
  assign zero = (result == 32'h0) ? 1'b1 : 1'b0;
endmodule
```
**./run.sh**
```bash
#!/bin/bash
# OpenROAD 26Q1-2900-gdf79404cd8, Yosys 0.63+post, stock flow scripts
make -C /OpenROAD-flow-scripts/flow DESIGN_CONFIG=/design/flow/config.mk WORK_HOME=/design/flow/orfs finish
```
==> results.sh <==
# physical design summary
export IMPL_status="finished, final reports clean"
export IMPL_placement_setup_slack_ns=9.171
export IMPL_core_area_um2=19530
export IMPL_floorplan_rows=51
export IMPL_distinct_cell_type_count_of_the_synthesized_netlist=93
export IMPL_drcViolationCount=0
export IMPL_layout_cells_non_filler=1718
export IMPL_grt_first_pass_wirelength_um=72440
export IMPL_clock_buffers=0
export IMPL_area_growth_pct=11.05
export IMPL_peakVddDrop_mv=0.03509
export IMPL_post_synth_cell_area_avg_um2=7.001
export IMPL_cts_repair_timing_setup_buffer_count=0
export IMPL_timing_worst_slew_pin_value_ns=1.046
export IMPL_synth_area_um2=10010
export IMPL_largest_area_cell="sky130_fd_sc_hd__ha_1"
export IMPL_gp_routability_congestion=1.067
export IMPL_ratio_of_cells_with_drive_above_1_in_the_final_layout=0.08672
export IMPL_critical_path_peak_fanout=37
export IMPL_static_leakage_power_nw=4.396
export IMPL_synthesis_yosys_warnings=1
export IMPL_holdCritPathClass="input pin to output pin"
export IMPL_die_height_um=143.5
export IMPL_critPathLaunchType="input pin"
export IMPL_place_inst=1718
export IMPL_drt_vias_per_instance=7.306
export IMPL_postRouteWirelength_um=48720
export IMPL_fmax_mhz=63.27
export IMPL_clockPowerShare=0
export IMPL_power_share_sequential=0
export IMPL_grt_antenna_before_repair=0
export IMPL_yosys_stat_area_um2=10010
export IMPL_cts_resized_gates=0
export IMPL_required_ns=19.76
export IMPL_internal_power_mw=0.1072
export IMPL_regArea_um2=0
export IMPL_grt_overflow_total=0
export IMPL_grtUsageMet2=0.7151
export IMPL_post_layout_total_power_mw=0.2732
export IMPL_setup_violations_final=0
export IMPL_rsz0062_at_grt="false"
export IMPL_hold_viol=0
export IMPL_finalWorstPathRequiredPeriod_ns=15.80
export IMPL_final_setup_tns_ns=0
export IMPL_synth_area_top_cells="sky130_fd_sc_hd__ha_1 (12%), sky130_fd_sc_hd__mux4_2 (9.0%), sky130_fd_sc_hd__mux2i_1 (6.0%)"
export IMPL_max_slew_margin=0.3003
export IMPL_worst_setup_path_end_kind="output pin"
export IMPL_drt_pass1_iterations=6
export IMPL_ctsHoldBuffers=0
export IMPL_grt_usage=0.4860
export IMPL_slew_violations=0
export IMPL_buffer_ports_inserted=102
export IMPL_criticalPathCategory="input pin to output pin"
export IMPL_log_warning_count=98
export IMPL_grt_max_degree=65
export IMPL_synth_yosys_num_cells=1430
export IMPL_worst_endpoint_arrival_ns=10.86
export IMPL_hpwl_um=38030
export IMPL_avgRoutedWirePerCell_um=28.36
export IMPL_global_route_usage_met3=0.1486
export IMPL_syn_inst=1430
export IMPL_switching_power_mw=0.1660
export IMPL_floorplanUtilization=0.5127
export IMPL_p_per_area_nw_per_um2=24.58
export IMPL_grt_pass1_vias=11670
export IMPL_cap_violations=0
export IMPL_num_vias=12550
export IMPL_worst_slack_ns=8.896
export IMPL_use_met1=0.6258
export IMPL_design_die_area_um2=20590
export IMPL_pwr_share_comb=1.000
export IMPL_synth_largest_type_area_fraction=0.1212
export IMPL_synth_sequential_area_ratio=0
export IMPL_p_sw_frac=0.6076
export IMPL_dieWidth_um=143.5
export IMPL_antenna_cells=0
export IMPL_busiest_layer="met2"
export IMPL_antenna_left=0
export IMPL_io_pin_count=102
export IMPL_flops=0
export IMPL_drtIter0Drc=1644
export IMPL_finalClockPeriodUsage=0.6399
cell families (layout without fill, tap and decap cells):
family                   count (synthesis)  after routing  synth area share
AND-OR/OR-AND                          494            494            0.3433
XOR/XNOR                                30             30           0.02625
adder cells (fa/ha/maj)                 99             99            0.1252
buffers and inverters                  209            232           0.08661
multiplexers                           131            131            0.1860
AND/OR/NAND/NOR                        467            467            0.2326
power groups by stage:
stage	registers (mW)	logic, mW	clock network (mW)
6_report	0	0.273	0
5_1_grt	0	0.290	0
4_1_cts	0	0.263	0
path summary, 6_finish.rpt:
| check | startpoint | endpoint | cells past startpoint |
|---|---|---|---|
| setup / recovery | num2[4] | zero | 16 |
| hold / removal | store_op | result[5] | 5 |
routing by layer:
metal,vias to the layer above,wire [um]
li1,5529,-
met1,5826,18510
met4,0,3684
met5,-,0
met3,229,5929
met2,967,20600
area by class of cell:
class,count,area [um2]
Timing Repair Buffer,137,1266
Inverter,95,356.6
Tap cell,265,331.6
Fill cell,1944,8409
Multi-Input combinational cell,1221,9163
critical path, cell delays in order:
cell                              delay (ns)
sky130_fd_sc_hd__clkdlybuf4s50_1        0.45
sky130_fd_sc_hd__buf_4                  0.36
sky130_fd_sc_hd__clkinv_1               0.68
sky130_fd_sc_hd__ha_1                   0.81
sky130_fd_sc_hd__nor2_1                 0.10
sky130_fd_sc_hd__a211oi_1               0.38
sky130_fd_sc_hd__o21ai_1                0.24
sky130_fd_sc_hd__a211oi_2               0.51
sky130_fd_sc_hd__o311a_1                0.29
sky130_fd_sc_hd__o31ai_1                0.08
sky130_fd_sc_hd__a211o_1                0.28
sky130_fd_sc_hd__or4bb_1                0.48
sky130_fd_sc_hd__nor4_1                 0.36
sky130_fd_sc_hd__nand4b_1               0.21
sky130_fd_sc_hd__nor4_2                 0.16
sky130_fd_sc_hd__clkdlybuf4s50_1        0.49
cell usage after synthesis, types with 16 or more instances:
library cell / number
sky130_fd_sc_hd__a211oi_1: 25
sky130_fd_sc_hd__a21oi_1: 109
sky130_fd_sc_hd__a221oi_1: 18
sky130_fd_sc_hd__a22oi_1: 20
sky130_fd_sc_hd__a31oi_1: 19
sky130_fd_sc_hd__buf_2: 24
sky130_fd_sc_hd__clkbuf_1: 76
sky130_fd_sc_hd__ha_1: 97
sky130_fd_sc_hd__inv_1: 91
sky130_fd_sc_hd__mux2_2: 23
sky130_fd_sc_hd__mux2i_1: 60
sky130_fd_sc_hd__mux4_2: 40
sky130_fd_sc_hd__nand2_1: 120
sky130_fd_sc_hd__nand2b_1: 16
sky130_fd_sc_hd__nand3_1: 37
sky130_fd_sc_hd__nor2_1: 126
sky130_fd_sc_hd__nor2b_1: 18
sky130_fd_sc_hd__nor3_1: 36
sky130_fd_sc_hd__nor4_1: 23
sky130_fd_sc_hd__o211ai_1: 30
sky130_fd_sc_hd__o21ai_0: 77
sky130_fd_sc_hd__o221ai_1: 16
sky130_fd_sc_hd__o22ai_1: 17
sky130_fd_sc_hd__o31ai_1: 19
sky130_fd_sc_hd__xnor2_1: 24
layout by cell type (no fill, tap or decap), drive strengths merged, types with 17 or more instances in the layout:
cell type | Yosys | layout
nor2 | 126 | 126
nand2 | 120 | 120
a21oi | 109 | 109
clkdlybuf4s50 | 0 | 98
ha | 97 | 97
inv | 92 | 92
o21ai | 84 | 84
mux2i | 61 | 61
mux4 | 40 | 40
buf | 38 | 39
nand3 | 37 | 37
nor3 | 36 | 36
o211ai | 31 | 31
mux2 | 30 | 30
a211oi | 27 | 27
nor4 | 25 | 25
xnor2 | 24 | 24
a22oi | 20 | 20
o31ai | 19 | 19
a31oi | 19 | 19
nor2b | 18 | 18
a221oi | 18 | 18
o22ai | 17 | 17
through the flow:
step / instance area (um2) / utilization / hold WS (ns)
final: 11120 / 0.5693 / 11.15
after global routing: 11120 / 0.5693 / 11.18
after CTS: 11120 / 0.5693 / 11.14
after detailed placement: 11120 / 0.5693 / 11.14
after global placement: 11120 / 0.5693 / 11.13
after floorplan: 10010 / - / 10.05
Power is estimated from default activity; no workload was simulated.
