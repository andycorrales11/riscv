`./config.mk`:
```
export PLATFORM = sky130hd
export DESIGN_NAME = data_memory
export DESIGN_NICKNAME = data_memory
export VERILOG_FILES = /design/flow/design.v
export SDC_FILE = /design/flow/constraint.sdc
export NUM_CORES = 4
export LEC_CHECK = 1
export CORE_UTILIZATION = 50
```
`./constraint.sdc`:
```
current_design data_memory

set clk_period 15.2
set clk_io_pct 0.2

create_clock -name clk0 -period $clk_period [get_ports {clk}]

set non_clock_inputs [all_inputs -no_clocks]
set_input_delay [expr $clk_period * $clk_io_pct] -clock clk0 $non_clock_inputs
set_output_delay [expr $clk_period * $clk_io_pct] -clock clk0 [all_outputs]
```
`./run.sh`:
```
#!/bin/bash
# OpenROAD 26Q1-2900-gdf79404cd8, Yosys 0.63+post, stock flow scripts
make -C /OpenROAD-flow-scripts/flow DESIGN_CONFIG=/design/flow/config.mk WORK_HOME=/design/flow/orfs finish
```
`./design.v`:
```
`timescale 1ns/1ps
module data_memory (
  input logic        clk,
  input logic        mem_write,
  input logic        mem_read,
  input logic        reset,
  input logic [2:0]  width,
  input logic [31:0] address,
  input logic [31:0] write_data,
  output logic [31:0] read_data
);
  logic [31:0] memory [63:0];
  assign read_data = (mem_read) ? memory[address] : 32'h00000000;
  always_ff @(posedge clk) begin
    if (reset) begin
      for(int i = 0; i < 64; i++) memory[i] <= 32'h0;
    end else if (mem_write == 1'b1) begin
      case (width)
        3'b000: memory[address] = {memory[address][31:8], write_data[7:0]};  
        3'b001: memory[address] = {memory[address][31:16], write_data[15:0]};  
        3'b010: memory[address] = write_data;  
        default: memory[address] = write_data;
      endcase
    end
  end
endmodule
```
==> metrics.yaml <==
run_status:
  status: "complete, no violations"
cts:
  post_cts_buffers: 0
  ctsHoldBuffers: 0
  clk_latency_ns: 0.88
  numCtsBuffers: 213
  path_clk_slew_ns: 0.06
  numClockSinks: 2048
  htree_levels: 4
  cts_tree: "built"
  clockBufferDepth: 3
  post_cts_resized: 0
  cts_root_buffer: "clkbuf_16"
synth:
  area_leaders: "dfxtp_1 47%, nand3b_1 13%, o21ai_0 7.9%, nand3_1 6.5%, nand2_1 4.2%"
  synth-async-reset-ratio_pct: 0
  syn_inst: 10500
  yosysUniqueCellTypes: 73
  ys_seq_share_pct: 46.6
  syn_area_mm2: 0.0880
  ys_cells: 10500
  yosys.area.top_type: "dfxtp_1"
  yosysWarnings: 2
  ff_type: "dfxtp_1"
  top_area_share_pct: 46.6
  ys_area_mm2: 0.0880
  edf_count: 0
  numSynthFlops: 2048
  synth_area_per_cell_um2: 8.40
flow_run:
  maxCapViolCount: 0
  warnings: 76
timing:
  tns_ns: 0
  rsz0062_at_grt: "no"
  hold_slack_ns: 0.453
  min_period_ns: 11.51
  finalHoldViolations: 0
  setup_slack_ns: 3.69
  max_clock_freq_mhz: 86.9
  fin_crit_sh_pct: 75.7
  setup_viol: 0
  relSlewSlack_pct: 25.1
  fin_skew_ns: 0.0301
  worst_pin_slew_ns: 1.12
  slew_viol_final: 0
routing:
  routed_via_density: 6.80
  drc_errors: 0
  drt_iter0_drc: 10800
  vias: 84500
  drtPass1Iterations: 8
  antenna_left: 0
  wl_mm: 411
  routed_wire_length_per_instance_um: 33.1
layout:
  top_register: "memory"
  drive_gt1_share_pct: 9.05
  mostFrequentLayoutCell: "dfxtp_1"
  final_cell_mix: "2,048 x dfxtp_1, 1,519 x nand3b_1, 1,380 x o21ai_0"
  largest_reg_flops: 2048
  reg.largest.list: "memory: 2048 flops"
  syn2layout_area_growth_pct: 10.9
power_and_ir_drop:
  vdd_drop_max_mv: 0.111
  p_leak_nw: 33.3
  powerDensity_mw_per_mm2: 117
  power_mw: 11.4
floorplanning:
  die_area_mm2: 0.178
  ios: 103
  core_mm2: 0.174
  core.rowCount: 153
  fp.dieH_um: 421
  die_width_um: 421
  fp_util_pct: 50.5
setup_path:
  setup.worst_path.class: "input port to output port"
  crit-reg2reg-launch: "memory[44][25]"
  r2r_end: "memory[40][25]"
  cp-start-kind: "input port"
  rr_worst_depth: 8
  cp_max_fo: 127
  critical_path_required_ns: 12.16
  r2r_setup_slack_ns: 11.70
  worstPathArrival_ns: 8.47
  end_kind: "output port"
min_path:
  hold_class: "flop to flop"
  hold_start: "memory[7][2]"
  hold_depth: 2
  worstHoldEndpoint: "memory[7][2]"
global_routing:
  grt_pass1_vias: 77500
  grt_pass1_wl_mm: 579
  grt_usage_pct: 47.2
  grt_max_degree: 197
  grt.overflow.total: 0
  antenna_found_initial: 28
placed_design:
  pre_cts_ws_ns: 3.95
  dp_hpwl_mm: 237
  portBuffers: 76
  gp_congestion: 1.03
[worst max-delay path by stage]
stage	startpoint	end	slack, ns	cells past startpoint
finish	address[0]	read_data[8]	3.69	13
global route	address[0]	read_data[9]	3.78	13
CTS	address[0]	read_data[8]	3.91	13
[final cells by class]
cell class | count | area [µm²]
sequential | 2048 | 41000
multi-input combinational | 7190 | 43000
tap | 2325 | 2910
clock inverter | 41 | 454
inverter | 19 | 71.3
fill | 15200 | 76800
timing repair buffer | 442 | 3550
antenna | 9 | 22.5
clock buffer | 349 | 6630
[metal layers]
metal  wire length [µm]  global-route usage [%]
met4              28800                    25.8
met1             157000                    64.9
met5                300                   0.215
met2             163000                    62.0
met3              61800                    22.9
[per-stage QoR]
| step | cells | area, µm² | util [%] |
|---|---|---|---|
| finish | 12400 | 97600 | 56.0 |
| global route | 12400 | 97600 | 55.9 |
| CTS | 12400 | 97600 | 55.9 |
| detailed placement | 12000 | 90500 | 51.9 |
| global placement | 12000 | 90500 | 51.9 |
| floorplan | 10500 | 88000 | - |
[critical path, stage by stage]
cell	delay, ns
buf_6	0.25
buf_4	0.62
buf_4	0.52
nor2b_4	0.22
buf_4	0.53
buf_12	0.60
buf_4	0.73
and3_1	0.28
a2111oi_0	0.07
and4b_1	0.32
and4_1	0.28
nor2b_1	0.17
clkdlybuf4s50_1	0.50
[synthesized netlist by cell type (24+ instances only)]
cell type,n
a22oi_1,271
or3_1,24
nor3b_1,42
nor4_1,77
buf_2,132
mux2i_1,99
nor2b_1,31
clkbuf_1,954
nand2_1,994
and3_1,127
nand3b_1,1519
nand4_1,310
o21ai_1,205
a21oi_1,434
buf_1,82
nor3_1,34
and2_1,25
mux2_2,61
dfxtp_1,2048
nand3_1,1140
o21ai_0,1383
buf_4,31
nor2_1,164
[kinds of logic (layout without fill, tap and decap cells)]
logic type | Yosys count | in the layout | share of synthesized area [%]
flip-flops | 2048 | 2048 | 46.6
AND-OR/OR-AND | 2425 | 2425 | 15.4
buffers and inverters | 1240 | 851 | 5.75
AND/OR/NAND/NOR | 4602 | 4602 | 30.3
XOR/XNOR | 2 | 2 | 0.0199
multiplexers | 161 | 161 | 1.92
other | 0 | 9 | 0
[report_power, final]
group,internal [mW],leakage (nW),switching (mW)
Combinational,0.152,13.3,0.506
Sequential,5.40,16.5,0.0176
Clock,3.08,3.50,2.26
Total,8.63,33.3,2.79
Power and IR drop assume default switching activity.
